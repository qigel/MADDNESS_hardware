### design/flow/run.sh
#!/bin/bash
# OpenROAD 26Q1-2900-gdf79404cd8, Yosys 0.63+post, stock flow scripts
make -C /OpenROAD-flow-scripts/flow DESIGN_CONFIG=/design/flow/config.mk WORK_HOME=/design/flow/orfs finish
### design/flow/config.mk
export PLATFORM = sky130hd
export DESIGN_NAME = MADDNESS
export DESIGN_NICKNAME = MADDNESS
export VERILOG_FILES = /design/flow/design.v
export SDC_FILE = /design/flow/constraint.sdc
export NUM_CORES = 4
export LEC_CHECK = 1
export CORE_UTILIZATION = 40
### design/flow/constraint.sdc
current_design MADDNESS

set clk_period 243.3
set clk_io_pct 0.2

create_clock -name clk0 -period $clk_period [get_ports {clk}]

set non_clock_inputs [all_inputs -no_clocks]
set_input_delay [expr $clk_period * $clk_io_pct] -clock clk0 $non_clock_inputs
set_output_delay [expr $clk_period * $clk_io_pct] -clock clk0 [all_outputs]
### design/flow/design.v
module MADDNESS #(parameter 
		layers = 4,
		trees = 4,
		input_len = 27,
		output_len = 8,
		bits = 8)
	(in, clk, out, in_num, in_addr, write);
	input [bits*input_len - 1:0] in;
	input clk;
	output [bits*output_len - 1:0] out;
	function integer clog2 (input integer n);
	begin
		n = n - 1;
		for(clog2 = 0; n > 0; clog2 = clog2 + 1)
			n = n >> 1;
	end
	endfunction
	localparam memsize = layers * trees + ((2 ** layers) - 1) * trees + trees * output_len * (2 ** layers);
	localparam addr_len = clog2(memsize);
	input [bits-1:0] in_num;
	input [addr_len-1:0] in_addr;
	input write;
	wire unsigned [layers-1:0][trees-1:0][bits-1:0] sep_indicies;
	wire unsigned [layers-1:0][trees-1:0][2**(layers-1)-1:0][bits-1:0] sep_values;
	wire unsigned [trees-1:0][2**layers-1:0][output_len-1:0][bits-1:0] precalc_res;
	wire unsigned [memsize-1:0][bits-1:0] membus;
	genvar cnt, cnt2;
	mem #(.bits(bits), .mem_size(memsize)) main_mem (.in_num(in_num), .in_addr(in_addr), .clk(clk), .out(membus), .write_en(write));
	assign sep_indicies = membus[layers*trees-1:0];
	generate
		for(cnt = 0; cnt < layers; cnt = cnt + 1) begin : memval
			for(cnt2 = 0; cnt2 < trees; cnt2 = cnt2 + 1) begin : memtr
				assign sep_values[cnt][cnt2][2**cnt-1:0] = membus[layers*trees + (2**(cnt)-1) * trees + (cnt2 + 1) * 2**cnt - 1:layers*trees + (2**(cnt)-1) * trees + cnt2 * 2**cnt];
				if(cnt < layers-1)
					assign sep_values[cnt][cnt2][2**(layers-1)-1:2**cnt] = 0;
			end
		end
	endgenerate
	assign precalc_res[trees - 1:0] = membus[memsize-1:layers * trees + ((2 ** layers) - 1) * trees];
	MADDNESS_calc #(.layers(layers), .trees(trees), .input_len(input_len), .output_len(output_len), .bits(bits))
		M (.in(in), .clk(clk), .out(out), .indicies(sep_indicies), .values(sep_values), .res(precalc_res));
endmodule
module mem #(parameter
	bits = 8,
	mem_size = 2108)
	(in_num, in_addr, clk, out, write_en);
	function integer clog2 (input integer n);
	begin
		n = n - 1;
		for(clog2 = 0; n > 0; clog2 = clog2 + 1)
			n = n >> 1;
	end
	endfunction
	localparam addr_len = clog2(mem_size);
	input [bits-1:0] in_num;
	input [addr_len-1:0] in_addr;
	input clk;
	input write_en;
	output [mem_size*bits-1:0] out;
	reg [mem_size-1:0][bits-1:0] memory;
	assign out = memory;
	always @(posedge clk)
		if(write_en)
			memory[in_addr] = in_num;
endmodule
module fork_mem #(parameter
	str_len = 16,
	bits = 8)
	(in_str, out_str, clk);
	input [bits*str_len - 1:0] in_str;
	input clk;
	output reg [bits*str_len - 1:0] out_str;
	always @(posedge clk)
		out_str = in_str;
endmodule
module fork_choice #(parameter
	str_len = 16,
	bits = 8)
	(in_str, sep_ind, out_val);
	input [bits*str_len - 1:0] in_str;
	input [bits-1:0] sep_ind;
	output [bits-1:0] out_val;
	wire [str_len-1:0][bits-1:0] str;
	assign str = in_str;
	assign out_val = str[sep_ind];
endmodule
module tree_fork #(parameter
	bits = 8,
	layer = 3,
	layers = 4,
	str_len = 16) 
	(in_str, sep_ind, in_class, out_class, clk, sep_values);
	input [layers - 1:0] in_class;
	input clk;
	input [bits*str_len - 1:0] in_str;
	input [bits-1:0] sep_ind;
	output [layers - 1:0] out_class;
	input [bits * 2**layer - 1:0] sep_values;
	wire [bits - 1:0] val;
	wire [2**layer - 1:0][bits - 1:0] sep_values_sep;
	fork_choice #(.str_len(str_len), .bits(bits)) c(in_str, sep_ind, val);
	assign sep_values_sep = sep_values;
	reg [layers - 1:0] classificator;
	integer cnt;
	assign out_class = classificator;
	always @(posedge clk)
	begin
		classificator = in_class;
		if(val < sep_values_sep[classificator])
			classificator[layer] = 1'b0;
		else
			classificator[layer] = 1'b1;
	end
endmodule
module sum_init #(parameter
	output_len = 32,
	trees = 4,
	bits = 8,
	layers = 4)
		(in_class1, in_class2, out_str, clk, precalc_res);
	input [layers - 1:0] in_class1;
	input [layers - 1:0] in_class2;
	input clk;
	output [bits*output_len - 1:0] out_str;
	input [2 * 2**layers * output_len * bits - 1:0] precalc_res;
	wire [1:0][2**layers-1:0][output_len-1:0][bits-1:0] precalc_res_sep;
	assign precalc_res_sep = precalc_res;
	reg [output_len - 1:0][bits- 1:0] str;
	integer cnt;
	assign out_str = str;
	always @(posedge clk)
	begin
		for(cnt = 0; cnt < output_len; cnt = cnt + 1)
			str[cnt] = (precalc_res_sep[0][in_class1][cnt] + precalc_res_sep[1][in_class2][cnt] + 1) >>> 1;
	end
endmodule
module sum_step #(parameter
	output_len = 32,
	trees = 4,
	bits = 8)
	(in_str1, in_str2, out_str, clk);
	input [bits*output_len - 1:0] in_str1;
	input [bits*output_len - 1:0] in_str2;
	input clk;
	output [bits*output_len - 1:0] out_str;
	reg [output_len - 1:0][bits - 1:0] str;
	wire [output_len - 1:0][bits - 1:0] str1;
	wire [output_len - 1:0][bits - 1:0] str2;
	assign str1 = in_str1;
	assign str2 = in_str2;
	assign out_str = str;
	integer cnt;
	always @(posedge clk)
	begin
		for(cnt = 0; cnt < output_len; cnt = cnt + 1)
			str[cnt] = (str1[cnt] + str2[cnt] + 1) >>> 1;
	end
endmodule
module MADDNESS_calc #(parameter 
		layers = 4,
		trees = 4,
		input_len = 27,
		output_len = 8,
		bits = 8)
	(in, clk, out, indicies, values, res);
	input [bits*input_len - 1:0] in;
	input clk;
	output [bits*output_len - 1:0] out;
	input [layers*trees*bits-1:0] indicies;
	input [layers*trees*(2**(layers-1))*bits-1:0] values;
	input [trees*(2**layers)*output_len*bits-1:0] res;
	wire unsigned [layers-1:0][trees-1:0][bits-1:0] sep_indicies;
	wire unsigned [layers-1:0][trees-1:0][2**(layers-1)-1:0][bits-1:0] sep_values;
	wire unsigned [trees:0][2**layers-1:0][output_len-1:0][bits-1:0] precalc_res;
	assign sep_indicies = indicies;
	assign sep_values = values;
	assign precalc_res[trees-1:0] = res;
	assign precalc_res[trees] = 0;
	function integer clog2 (input integer n);
	begin
		n = n - 1;
		for(clog2 = 0; n > 0; clog2 = clog2 + 1)
			n = n >> 1;
	end
	endfunction
	function integer progression(input integer n, integer k);
	begin
		for(progression = n; k > 0; k = k - 1) begin
			progression = progression + 1;
			progression = progression >> 1;
		end
	end
	endfunction
	localparam out_lvls = clog2(trees);
	wire unsigned [layers-1:0][input_len-1:0][bits-1:0] input_row;
	wire unsigned [layers:0][trees:0][layers-1:0] classificator;
	genvar cnt, cnt2;
	wire unsigned [out_lvls-1:0][(trees+1)>>1:0][output_len-1:0][bits-1:0] output_row;
	assign input_row[0] = in;
	assign out = output_row[out_lvls-1][0];
	assign classificator[0] = 0;
	assign classificator[layers][trees] = 0;
	generate
		for(cnt = 0; cnt < layers; cnt = cnt + 1) begin : cls
			if(cnt < layers - 1)
				fork_mem #(.str_len(input_len), .bits(bits))
					m (.in_str(input_row[cnt]), .out_str(input_row[cnt+1]), .clk(clk));
			for(cnt2 = 0; cnt2 < trees; cnt2 = cnt2 + 1) begin : trs
				tree_fork #(.bits(bits), .layer(cnt), .layers(layers), .str_len(input_len))
					f (.in_str(input_row[cnt]), .sep_ind(sep_indicies[cnt][cnt2]), .in_class(classificator[cnt][cnt2]), .out_class(classificator[cnt+1][cnt2]), .clk(clk), .sep_values(sep_values[cnt][cnt2][2**cnt-1:0]));
			end
		end
	endgenerate
	generate
		for(cnt = 0; cnt < trees; cnt = cnt + 2) begin : smint
			sum_init #(.output_len(output_len), .trees(trees), .bits(bits), .layers(layers))
				s (.in_class1(classificator[layers][cnt]), .in_class2(classificator[layers][cnt+1]), .out_str(output_row[0][cnt>>1]), .clk(clk), .precalc_res(precalc_res[cnt+1:cnt]));
		end
	endgenerate
	generate
		for(cnt = 0; cnt < out_lvls - 1; cnt = cnt + 1) begin : smlvl
			for(cnt2 = 0; cnt2 < progression(trees, cnt + 1); cnt2 = cnt2 + 2) begin : smstp
				sum_step #(.output_len(output_len), .trees(trees), .bits(bits))
					s (.in_str1(output_row[cnt][cnt2]), .in_str2(output_row[cnt][cnt2+1]), .out_str(output_row[cnt+1][cnt2>>1]), .clk(clk));
			end
		end
	endgenerate
endmodule
==> results.txt <==
Implementation numbers.

- The flow ran to the end, and the final reports show no timing, DRC or antenna violations.
- Looking at area per cell type in the netlist, the leader is sky130_fd_sc_hd__edfxtp_1.
- The pre-CTS setup slack reads 186.59 ns.
- Post-CTS repair ended up resizing 0 cells.
- In the Yosys stats the netlist draws on 80 distinct library cells.
- The net switching component of the power reads 0.678 mW.
- The endpoint kind of the worst setup timing path reads a flop.
- Yosys attributes the largest share of cell area to sky130_fd_sc_hd__edfxtp_1, sky130_fd_sc_hd__mux4_2, sky130_fd_sc_hd__mux2_2, sky130_fd_sc_hd__dfxtp_1, sky130_fd_sc_hd__o2bb2ai_1.
- 300 I/O pins were placed.
- The count of clock tree sinks reads 5568.
- Listed in order, past its start point the critical path passes buf_16, buf_4, buf_4, buf_4, buf_4, buf_4, buf_4, buf_4, buf_4, buf_4, buf_4.
- The number of cells in Yosys stat reads about 19000.
- The flip-flop and latch count after synthesis reads between 5000 and 6000.
- The instance tally after logic synthesis is 18532.
- The internal power is 1.81 mW.
- The portion of the post-synthesis area used by sequential elements is 56.1%.
- The average vias per placed instance reads 6.41.
- The total tool warning count is 63.
- The maximum buffer depth of the clock tree reads 4.
- Per the GRT congestion report, total overflow comes to 0.
- The global placement routability congestion is 1.15.
- The parity-gate share of the synthesized area counting xor and xnor cells reads less than 1%.
- The maximum number of pins on one net before global-route repair reads around 130.
- The number of filler instances in the final layout reads 60543.
- The synthesis report names the predominant flop master as sky130_fd_sc_hd__edfxtp_1.
- The number of optimization iterations in the first detailed-route pass is 8.
- Cells with a size suffix above 1 make up 30.6% of the layout.
- The launching element type of the critical path reads an input pin.
- The instance area at placement reads approximately 300000 um^2.
- The share of synthesized registers carrying an async set or reset reads 0%.
- The total area inside the core boundary comes to 704000 um^2.
- The finished layout cell area is 317000 um^2.
- For this block, the initial DRC count from the detailed router was 14843.
- The count of yosys warnings during synthesis is 8.
- The most instantiated library cell after synthesis reads sky130_fd_sc_hd__edfxtp_1.
- After clock tree synthesis, the clock-pin slew on the worst setup and hold paths is 0.07 ns.
- The number of violations of the max-capacitance limit reads 0.
- Counting the buffers created by CTS gives 599.
- The final-report hold violation count reads 0.
- The total power draw reads 2.49 mW.
- The number of placement rows reads 308.
- The number of antenna violations at the first check in global routing reads 117.
- The wire length of the first global-routing pass is between 1000000 and 1500000 um.
- The count of vias placed by the detailed router is 182780.
- Per the OpenROAD floorplan log, the width of the die is 842 um.
- The arrival time of data at the critical path endpoint is 56.48 ns.
- TritonCTS built the clock tree.
- The total number of H-tree levels is 6.
- The classification of the worst setup path reads input pin to flop.
- The time the worst path needs with I/O delays and setup is 55.74 ns.
- The proportion of total power due to net switching reads 27.2%.
- The share of total power in the clock network is 37.0%.
- The areal power density over the cells reads a little under 8 nW/um^2.
- After detailed routing, the average wire length per cell comes to 35.3 um.
- The critical path's slowest stage uses the library cell sky130_fd_sc_hd__buf_4.
- Setup repair after global routing left no endpoint under its margin.
- The number of global-route vias before repair reads 190681.
- Looking at the power breakdown, combinational cells take 16.5% of the total.
- Sorting the synthesized cells by how often they occur yields sky130_fd_sc_hd__edfxtp_1, sky130_fd_sc_hd__mux4_2, sky130_fd_sc_hd__nand2_1, sky130_fd_sc_hd__mux2_2, sky130_fd_sc_hd__o21ai_0.
- The worst hold slack reads roughly 0.39 ns.
- The kind of cell with the highest combined delay along the critical path is buffers and inverters.
- The global-route total usage across every layer is 30.4%.
- The number of setup buffers added after CTS reads 0.
- The dominant non-sequential cell family after synthesis reads multiplexers.
- The most common cell type on the critical path reads sky130_fd_sc_hd__buf_4.
- The total placed cells including tap cells is 27302.
- The number of standard cells in the final layout excluding fillers is 28534.
- The total standard cell area after synthesis reads 283000 um^2.
- Dividing the final minimum period by the clock period gives 22.9%.
- Once detailed placement completed, the half-perimeter wirelength came to 674000 um.
- After layout, the setup clock skew is reported as 0.0760 ns.
- The synthesized-area fraction occupied by adder cells is 1.42%.
- The worst path setup slack after routing is 187.57 ns.
- The slew at the pin with the worst max-slew slack is ~1.0 ns.
- The number of buffers inserted by port buffering is 299.
- The peak supply drop is 0.00000871 V.
- The sequential fraction of design power is 46.5%.
- The chip footprint reads 710000 um^2.
- The yosys-reported design area after synthesis reads 283000 um^2.
- The worst-path maximum fanout is 100.
- As reported, the later end of the worst-skew pair has a clock insertion delay of between 1 and 1.5 ns.
- The post-synthesis share of cell area spent on and, or, nand and nor gates is 3.91%.
- The share of synthesized area spent on multiplexers reads approximately a quarter.
- The area fraction in compound gates reads under 10%.
- The total of endpoints with negative setup slack in the final report is 0.
- The starting density of the core is 40.1%.
- The clock tree root buffer cell is sky130_fd_sc_hd__clkbuf_16.
- The synthesis-to-finish area growth reads 12.1%.
- The count of nets left with antenna violations once routing finished came out at 0.
- The class of the tightest hold or removal check reads flop to flop.
- The data required time at the worst endpoint is 244.05 ns.
- Summed over its instances, the top area cell type makes up 49.8% of the synthesized netlist area.
- The headroom to the max-slew limit reads 29.5%.
- The aggregate negative setup slack is 0 ns.
- The DRC violation count after routing reads 0.
- The post-cts hold-fix buffer tally is 0.
- In this design, the stage delay of the slowest critical-path cell is 0.78 ns.
- The final tally of max-slew violations is 0.
- The vertical extent of the die is 842 um.
- For this design the static power due to leakage is 110 nW.
- The count of library flops with an enable pin reads 4688.
- The buffering stage count on the worst path with inverters included reads 11.
- The aggregate routed wire length reads 1010000 um.
- The core utilization of the finished layout reads between 40 and 50%.
- Static timing analysis puts the maximum clock frequency at approximately 0.018 GHz.
- The post-synthesis area per instance reads 15.2 um^2.
## cells by family (layout without fill, tap and decap cells)
family,count (synthesis),count (layout)
other cells,0,127
flops,5568,5568
fa+ha+maj,306,306
compound gates,3777,3777
xor+xnor,113,113
simple gates,2665,2665
mux,4352,4352
buf+inv,1751,2326
## path summary, 6_finish.rpt
path / cells past startpoint / to / startpoint / slack (ns)
worst max-delay path: 11 / main_mem.memory[2613] / write / 187.57
worst min-delay path: 0 / M.cls[2].genblk1.m.out_str[145] / M.cls[1].genblk1.m.out_str[145] / 0.39
worst max register to register: 16 / M.smint[2].s.str[47] / M.cls[3].trs[2].f.classificator[0] / 237.06
worst min register to register: 0 / M.cls[2].genblk1.m.out_str[145] / M.cls[1].genblk1.m.out_str[145] / 0.39
## flip-flops by register name, summed over array words and instances, names as in the netlist
name                       count
M.cls.genblk1.m.out_str      648
M.cls.trs.f.classificator     40
M.smint.s.str                128
M.smlvl.smstp.s.str           64
main_mem.memory             4688
## layer usage
| layer | track usage [%] | vias to the layer above | wire length [um] |
|---|---|---|---|
| li1 | - | 75492 | - |
| met4 | 14.0 | 135 | 62300 |
| met5 | 3.86 | - | 3810 |
| met3 | 22.9 | 2444 | 180000 |
| met2 | 41.1 | 12174 | 433000 |
| met1 | 36.6 | 92535 | 328000 |
## cell usage in the layout, fill, tap and decap left out, types with 45 or more instances in the layout
cell	Yosys	layout
sky130_fd_sc_hd__inv_1	211	211
sky130_fd_sc_hd__mux2i_1	375	375
sky130_fd_sc_hd__edfxtp_1	4688	4688
sky130_fd_sc_hd__a211oi_1	78	78
sky130_fd_sc_hd__dfxtp_1	880	864
sky130_fd_sc_hd__clkdlybuf4s50_1	0	290
sky130_fd_sc_hd__o2bb2ai_1	984	984
sky130_fd_sc_hd__o21ai_0	1217	1216
sky130_fd_sc_hd__clkbuf_8	0	45
sky130_fd_sc_hd__nor2_4	7	45
sky130_fd_sc_hd__nand2_1	1906	1880
sky130_fd_sc_hd__clkbuf_16	0	617
sky130_fd_sc_hd__mux2_2	1725	1725
sky130_fd_sc_hd__xnor2_1	67	67
sky130_fd_sc_hd__a21o_1	82	82
sky130_fd_sc_hd__nor2b_1	62	54
sky130_fd_sc_hd__a22oi_1	53	53
sky130_fd_sc_hd__o21bai_1	48	48
sky130_fd_sc_hd__nand3_1	66	59
sky130_fd_sc_hd__nor2_1	356	280
sky130_fd_sc_hd__clkinv_2	0	88
sky130_fd_sc_hd__o21ai_1	56	56
sky130_fd_sc_hd__mux4_2	2240	2240
sky130_fd_sc_hd__diode_2	0	127
sky130_fd_sc_hd__ha_1	282	282
sky130_fd_sc_hd__o22ai_1	94	94
sky130_fd_sc_hd__nor2_2	33	71
sky130_fd_sc_hd__nand2_2	48	65
sky130_fd_sc_hd__a21oi_1	164	163
sky130_fd_sc_hd__xor2_1	46	46
sky130_fd_sc_hd__buf_4	66	700
sky130_fd_sc_hd__clkinv_1	0	84
sky130_fd_sc_hd__clkbuf_1	927	157
sky130_fd_sc_hd__a22o_1	889	889
## cell type report
| cell class | count | area (um^2) | area share, % |
|---|---|---|---|
| flip-flops and latches | 5568 | 158000 | 50.0 |
| multi-input cells | 11213 | 118000 | 37.1 |
| well taps | 9300 | 11600 | 3.67 |
| inverters | 211 | 792 | 0.250 |
| clock buffers | 818 | 16600 | 5.24 |
| diodes | 127 | 318 | 0.100 |
| clock inverters | 287 | 2890 | 0.911 |
| repair buffers | 1010 | 8510 | 2.69 |
## power groups by stage
| stage | Sequential (mW) | Clock [mW] | Combinational, mW |
|---|---|---|---|
| after CTS | 1.16 | 0.933 | 0.408 |
| after global routing | 1.17 | 0.968 | 0.439 |
| final | 1.16 | 0.923 | 0.410 |
Power is estimated from default activity; no workload was simulated.
